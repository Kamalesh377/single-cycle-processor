<file path="./config.mk">
export PLATFORM = sky130hd
export DESIGN_NAME = wb
export DESIGN_NICKNAME = wb
export VERILOG_FILES = /design/flow/design.v
export SDC_FILE = /design/flow/constraint.sdc
export NUM_CORES = 4
export LEC_CHECK = 1
export CORE_AREA = 10 10 70 70
export DIE_AREA = 0 0 80 80
</file>
<file path="./constraint.sdc">
current_design wb

set clk_period 1.0
set clk_io_pct 0.2

create_clock -name clk0 -period $clk_period

set non_clock_inputs [all_inputs -no_clocks]
set_input_delay [expr $clk_period * $clk_io_pct] -clock clk0 $non_clock_inputs
set_output_delay [expr $clk_period * $clk_io_pct] -clock clk0 [all_outputs]
</file>
<file path="./design.v">
module wb (
    input logic [31:0] data_out,
    input logic [31:0] operand_2,
    input bit memtoreg,
    output logic [31:0] writedata
);
assign writedata = memtoreg ? data_out : operand_2;
endmodule
</file>
<file path="./run.sh">
#!/bin/bash
# OpenROAD 26Q1-2900-gdf79404cd8, Yosys 0.63+post, stock flow scripts
make -C /OpenROAD-flow-scripts/flow DESIGN_CONFIG=/design/flow/config.mk WORK_HOME=/design/flow/orfs finish
</file>
==> flow_summary_export.csv <==
group,metric,value,unit
drt,dr.pass1.iters,1,
setup_path,critPathLaunch,"operand_2[17]",
final_layout,seq_area,0,sq um
setup_path,critPathKind,"in -> out",
synthesis,top_cell,"mux2_4",
pwr,p_comb_share,100.0,%
synthesis,ys_seq_share,0,%
timing,layout_min_cycle_time,1180,ps
synthesis,postSynthCellCount,36,
outcome,violations,"setup timing",
synthesis,syn_avg_cell_area,15.1,sq um
place,port_buffers,97,
job,warning_count,34,
synthesis,ys_top_cells_by_count,"mux2_4 (30), buf_12 (3), mux2_2 (2)",
setup_path,required,800,ps
grt,grt_overflow,0,
pwr,switchingPower,0.123,mW
synthesis,netlist.area_leader.share,82.8,%
grt,grt_pass1_vias,741,
setup_path,crit_fanout,1,
grt,grt_max_degree,12,
drt,avgRoutedWirePerCell,15.0,um
drt,drt_iter0_markers,0,
die,fp.dieW,80,um
clock_tree,cts_hold_buf,0,
pwr,sw_frac_of_total,21.6,%
die,chipArea,0.00640,sq mm
drt,num_antenna_cells,0,
timing,hold_viol_final,0,
final_layout,flop-count,0,
min_path,whs_endpoint,"writedata[29]",
die,design.core.area,0.00342,sq mm
synthesis,largest_area_cell,"mux2_4",
die,rows,21,
drt,vias,684,
timing,hold_ws,697,ps
final_layout,layout-drive-gt1-share,52.2,%
synthesis,yosys_warnings,0,
drt,wl,2.70,mm
drt,drc,0,
place,hpwl,2.39,mm
outcome,status,"finished with violations",
setup_path,start_kind,"input port",
die,ios,97,
drt,ant_nets,0,
timing,setup_violations,32,
setup_path,cp-end-kind,"output pin",
setup_path,cp.arrival,980,ps
job,drv_cap,0,
synthesis,ys_cells,36,
min_path,whs_path_depth,3,
synthesis,netlist_top_cells_area,"mux2_4 (83%), buf_12 (11%), mux2_2 (4.1%), buf_6 (2.1%)",
die,die_h,80,um
synthesis,synthDistinctLibCells,4,
pwr,intPower,0.448,mW
min_path,min-delay-start,"operand_2[29]",
grt,grt_pass1_wl,3.87,mm
pwr,total_power,0.571,mW
synthesis,ys_area,544,sq um
place,finalWeightedCongestion,0.758,
timing,relSlewSlack,92.8,%
final_layout,syn_to_final_growth,175,%
pwr,p_leak,0.846,nW
pwr,power_frac_clock,0,%
timing,fin_ws,-180,ps
die,fp_util,15.9,%
grt,antenna_found_initial,0,
timing,grt_setup_unrepaired,"yes",
timing,maxSlewViolCount,0,
timing,period_used_share,118,%
min_path,worstHoldPathType,"in -> out",
pwr,irDropWorstVdd,0.140,mV
pwr,powerDensity,381,mW/mm^2
pwr,p_seq_share,0,%
grt,track_usage,7.41,%
final_layout,n_clock_buffer,0,
timing,worst_pin_slew,109,ps
timing,fmax,848,MHz
drt,avgViaCountPerCell,3.80,
synthesis,synth.cell_area,544,sq um
power groups by stage:
stage | clock network [mW] | registers [mW] | logic, mW
after CTS | 0 | 0 | 0.564
after global routing | 0 | 0 | 0.614
final | 0 | 0 | 0.571
area by class of cell:
| cell class | instances | area [sq um] |
|---|---|---|
| multi-input cells | 32 | 477 |
| fillers | 372 | 1920 |
| well taps | 46 | 57.6 |
| repair buffers | 102 | 962 |
through the flow:
step	setup WS (ps)	cells	instance area, sq um	TNS [ps]	util (%)
final	-180	180	1500	-2960	43.8
after global routing	-204	180	1500	-3600	43.8
after CTS	-183	180	1440	-3300	42.2
after global placement	-491	177	1520	-15290	44.6
after detailed placement	-498	177	1520	-15340	44.6
after floorplan	66.9	36	544	0	-
metal layers:
layer	vias up	track usage [%]	wire (um)
met5	-	0	0
met4	0	0	0
met3	0	2.84	309
met2	51	13.6	1330
met1	298	8.31	1060
li1	335	-	-
worst max-delay path, cell delays in order:
cell and delay (ps):
clkdlybuf4s50_1 400, mux2_4 270, buf_6 110
how the worst max path moves through the flow:
| stage | to | slack [ps] |
|---|---|---|
| CTS | writedata[13] | -180 |
| global route | writedata[13] | -200 |
| finish | writedata[17] | -180 |
cells by family after synthesis:
logic type / after synthesis / share of synthesized area (%)
muxes: 32 / 86.9
buffers and inverters: 4 / 13.1
timing repair:
action | in CTS | in global routing
buffers inserted | 2 | 0
endpoints found under the setup margin | 32 | 32
gates cloned | 1 | 0
resized | 164 | 13
pin swaps | 0 | 0
cells in the final DEF (no fill, tap or decap):
cell type and n:
mux2_4 31, buf_2 17, clkdlybuf4s50_1 10, dlygate4sd2_1 47
buf_8 2, mux2_2 1, buf_12 2, dlymetal6s2s_1 7
buf_16 1, buf_6 16
Power figures rest on the tool's default switching activity, not on a simulated workload.
