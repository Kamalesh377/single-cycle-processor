==> flow/run.sh <==
#!/bin/bash
# OpenROAD 26Q1-2900-gdf79404cd8, Yosys 0.63+post, stock flow scripts
make -C /OpenROAD-flow-scripts/flow DESIGN_CONFIG=/design/flow/config.mk WORK_HOME=/design/flow/orfs finish
==> flow/config.mk <==
export PLATFORM = sky130hd
export DESIGN_NAME = toplvl
export DESIGN_NICKNAME = toplvl
export VERILOG_FILES = /design/flow/design.v
export SDC_FILE = /design/flow/constraint.sdc
export NUM_CORES = 4
export LEC_CHECK = 1
export CORE_UTILIZATION = 50
==> flow/constraint.sdc <==
current_design toplvl

set clk_period 22.6
set clk_io_pct 0.2

create_clock -name clk0 -period $clk_period

set non_clock_inputs [all_inputs -no_clocks]
set_input_delay [expr $clk_period * $clk_io_pct] -clock clk0 $non_clock_inputs
set_output_delay [expr $clk_period * $clk_io_pct] -clock clk0 [all_outputs]
==> flow/design.v <==
module alu(
  input logic [31:0] readdata1,
  input logic [31:0] readdata2,
  input logic [31:0] immgen,
  input logic [3:0] aluoperation,
  input logic alusrc,
  output logic [31:0] alu_output,
  output logic zero_flag
);
  logic [31:0] operand2;
  assign operand2 = alusrc ? immgen : readdata2;
  always_comb begin
    case(aluoperation)
      4'b0000: alu_output = readdata1 & operand2;
      4'b0001: alu_output = readdata1 | operand2;
      4'b0010: alu_output = readdata1 + operand2;
      4'b0110: alu_output = readdata1 - operand2;
      default: alu_output = 32'b0; 
    endcase
    if (aluoperation == 4'b0110 && alu_output == 32'b0) begin
      zero_flag = 1'b1;
    end else begin
      zero_flag = 1'b0;
    end
  end
endmodule
module alucontrol(
    input logic [1:0] aluop,
    input logic [2:0] f3,
    input logic [6:0] f7,
    output logic [3:0] aluoperation
);
always_comb begin
    case ({aluop, f7, f3})
        2'b00: aluoperation = 4'b0010;
        2'b01: aluoperation = 4'b0110;
        {2'b10, 7'b0100000, 3'b000}: aluoperation = 4'b0110;
        {2'b10, 7'b0000000, 3'b000}: aluoperation = 4'b0010;
        {2'b10, 7'b0000000, 3'b111}: aluoperation = 4'b0000;
        {2'b10, 7'b0000000, 3'b110}: aluoperation = 4'b0001;
        default: aluoperation = 4'b0000;  
    endcase
end
endmodule
module branchins(
    input logic [31:0] immgen,
    input logic [31:0] pc,
    output logic [31:0] pc_branch,
    output logic [31:0] muxcontrol,
    input logic branch,
    input logic zero_flag
);
logic [31:0] imm;
assign muxconrtol= branch&zero_flag;
always_comb begin
    imm = immgen << 1;
    if (imm[31] == 0) begin
        pc_branch = imm + pc;
    end else begin
        pc_branch = pc - imm;
    end
end
endmodule
module toplvl(
    input logic [1:0] aluop,
    input logic [2:0] f3,
    input logic [6:0] f7,
    input logic [31:0] readdata1,
    input logic [31:0] readdata2,
    input logic [31:0] immgen,
    input logic alusrc,
    input logic branch,
    input logic [31:0] pc,
    output logic [31:0] alu_output,
    output logic [31:0] pc_branch,
    output logic muxcontrol
);
wire [3:0] aluoperation;
wire  zero_flag;
  alucontrol aluctl_inst(
    .aluop(aluop),
    .f3(f3),
    .f7(f7),
    .aluoperation(aluoperation)
  );
  alu alu_inst(
    .readdata1(readdata1),
    .readdata2(readdata2),
    .immgen(immgen),
    .aluoperation(aluoperation),
    .alusrc(alusrc),
    .alu_output(alu_output),
    .zero_flag(zero_flag)
  );
  branchins branchins_inst(
    .immgen(immgen),
    .pc(pc),
    .pc_branch(pc_branch),
    .muxcontrol(muxcontrol),
    .branch(branch),
    .zero_flag(zero_flag)
  );
endmodule
==> flow_metrics.env <==
# yosys + openroad results
export IMPL_fin_util_pct=70.6
export IMPL_crit_path_end_kind="primary output"
export IMPL_routed_wl_um=17200
export IMPL_gp_congestion=0.950
export IMPL_layoutNonFillerInstCount=1141
export IMPL_clock_buffer_count=0
export IMPL_synth_seq_share_pct=0
export IMPL_avgSynthCellArea_um2=6.76
export IMPL_grt_util_all_layers_pct=30.0
export IMPL_warnings=36
export IMPL_grt_pass1_wl_um=27800
export IMPL_dp_cells=1141
export IMPL_crit_buf_inv=2
export IMPL_firstDrtPassIters=5
export IMPL_hold_slack_ps=9040
export IMPL_num_antenna_cells=0
export IMPL_min_path_type="in2out"
export IMPL_setup_tns_ps=0
export IMPL_path_depth=18
export IMPL_timing_fmax_ghz=0.0684
export IMPL_cts_hold_buf=0
export IMPL_drt_iter0_drc=391
export IMPL_drive_above_1_share_pct=3.60
export IMPL_place_ws_ps=8090
export IMPL_synth_distinct_cells=71
export IMPL_cp_max_fo=20
export IMPL_wl_per_cell_um=15.1
export IMPL_critPathSlowestCell="nor4_1"
export IMPL_pwr_density_cell_nw_per_um2=29.3
export IMPL_grt_max_degree=56
export IMPL_topCellsByArea="ha_1 (15%), xnor2_1 (12%), a21oi_1 (9.0%)"
export IMPL_leakagePower_nw=3.26
export IMPL_design_area_um2=7650
export IMPL_crit_path_frequent_cell="nand3_1"
export IMPL_critPathMaxStageDelay_ps=710
export IMPL_vias=6530
export IMPL_grt_pass1_vias=5706
export IMPL_fillerInstances=887
export IMPL_cp_required_ps=18080
export IMPL_report_final_hold_viol_count=0
export IMPL_grt_overflow=0
export IMPL_synthCells=822
export IMPL_netlist_area_um2=5550
export IMPL_crit_arrival_ps=10100
export IMPL_numPortBuffers=203
export IMPL_cap_violations=0
export IMPL_yosys_area_um2=5550
export IMPL_comb_area_um2=5260
export IMPL_core_area_um2=10800
export IMPL_ys_warn_count=6
export IMPL_holdPathStages=0
export IMPL_antenna_left=0
export IMPL_die_h_um=107
export IMPL_viasPerCell=5.72
export IMPL_syn_to_final_growth_pct=37.8
export IMPL_path_delay_family="simple AND/OR/NAND/NOR gates"
export IMPL_synth_top_cell_area_share_pct=14.6
export IMPL_drv_slew=0
export IMPL_die_width_um=107
export IMPL_setup_viol=0
export IMPL_antenna_found_initial=0
export IMPL_maxSlewHeadroom_pct=46.5
export IMPL_synth_area_leader_cell="ha_1"
export IMPL_rows=38
export IMPL_rsz0062_at_grt="no"
export IMPL_chip_area_um2=11500
export IMPL_flops=0
export IMPL_ys_cells=822
export IMPL_ir_worst_vdd_uv=20.9
export IMPL_finalWorstSetupSlack_ps=7980
export IMPL_io_pins=207
export IMPL_final_period_utilization_pct=64.7
export IMPL_cts_setup_buffers=0
export IMPL_place_hpwl_um=14600
export IMPL_post_route_drc_count=0
export IMPL_fin_crit_ps=14620
export IMPL_cp_start_kind="input port"
export IMPL_tightest_slew_ps=796
export IMPL_fp_util_pct=51.2
export IMPL_postCtsResizedCells=0
export IMPL_placed_cell_area_um2=7650
export IMPL_flop_area_um2=0
export IMPL_path_cells="clkdlybuf4s50_1 -> nor4_1 -> nand3_1 -> or2_2 -> a21oi_1 -> nand2_1 -> xnor2_1 -> ha_1 -> nand3_1 -> nor3_1 -> o211ai_2 -> a21oi_1 -> o41ai_2 -> or4b_1 -> nand4b_1 -> a32oi_1 -> nand3_1 -> clkdlybuf4s50_1"
export IMPL_total_power_mw=0.224
export IMPL_crit_type="in2out"
export IMPL_outcome="complete, no violations"
[worst paths after layout]
kind / start / to
setup / recovery: f7[4] / alu_output[31]
hold / removal: pc[0] / pc_branch[0]
[synthesized netlist by cell type, types with 6 or more instances]
library cell,number
a21oi_1,100
and3_1,8
nor3_1,22
a21o_1,35
o31ai_1,7
maj3_1,12
nand2b_1,7
mux2i_1,26
nor2_1,87
o21ai_0,57
xor2_1,33
nand2_1,71
a31oi_1,7
clkbuf_1,18
nand3_1,19
o211ai_1,7
xnor2_1,78
mux2_2,9
nor2b_1,6
o21bai_1,7
inv_1,39
nor4_1,6
ha_1,65
[final cells by class]
class                           instances  share of cell area [%]
Timing Repair Buffer                  209                    27.1
Multi-Input combinational cell        753                    68.7
Inverter                               39                    1.91
Tap cell                              140                    2.29
[where the power goes]
group | total (mW) | internal [mW] | switching, mW
logic | 0.224 | 0.125 | 0.0987
registers | 0 | 0 | 0
clock network | 0 | 0 | 0
total | 0.224 | 0.125 | 0.0987
[metal layers]
metal	share of wire, %	track usage [%]	routed length (um)
met1	48	46.0	8330
met2	42	45.6	7260
met3	7.9	3.46	1360
met4	1.7	4.60	300
met5	0	0	0
[placed cells by master (no fill, tap or decap), types with 33 or more instances in the layout]
cell type,Yosys,layout
clkdlybuf4s50_1,0,202
xor2_1,33,33
xnor2_1,78,78
nand2_1,71,71
inv_1,39,39
ha_1,65,65
a21oi_1,100,100
nor2_1,87,87
a21o_1,35,35
o21ai_0,57,57
[kinds of logic after synthesis]
| group | count (synthesis) | synth area share (%) |
|---|---|---|
| AOI/OAI and AO/OA | 268 | 30.6 |
| and+or+nand+nor | 257 | 21.8 |
| buffers and inverters | 69 | 5.32 |
| xor gates and xnor gates | 111 | 17.5 |
| other | 1 | 0.0675 |
| muxes | 37 | 7.17 |
| adders and majority gates | 79 | 17.5 |
Power figures rest on the tool's default switching activity, not on a simulated workload.
