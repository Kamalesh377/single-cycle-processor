==> flow/design.v <==
module mux_pc #(parameter width = 32) (pc_plus_four,pc_plus_offset,branch_select,pc_next);
input [width-1:0] pc_plus_four;
input [width-1:0] pc_plus_offset;
input branch_select;
output reg [width-1:0]pc_next;
assign pc_next=branch_select?pc_plus_offset:pc_plus_four;
endmodule
==> flow/run.sh <==
#!/bin/bash
# OpenROAD 26Q1-2900-gdf79404cd8, Yosys 0.63+post, stock flow scripts
make -C /OpenROAD-flow-scripts/flow DESIGN_CONFIG=/design/flow/config.mk WORK_HOME=/design/flow/orfs finish
==> flow/config.mk <==
export PLATFORM = sky130hd
export DESIGN_NAME = mux_pc
export DESIGN_NICKNAME = mux_pc
export VERILOG_FILES = /design/flow/design.v
export SDC_FILE = /design/flow/constraint.sdc
export NUM_CORES = 4
export LEC_CHECK = 1
export CORE_AREA = 10 10 71 71
export DIE_AREA = 0 0 81 81
==> flow/constraint.sdc <==
current_design mux_pc

set clk_period 1.0
set clk_io_pct 0.2

create_clock -name clk0 -period $clk_period

set non_clock_inputs [all_inputs -no_clocks]
set_input_delay [expr $clk_period * $clk_io_pct] -clock clk0 $non_clock_inputs
set_output_delay [expr $clk_period * $clk_io_pct] -clock clk0 [all_outputs]
==> impl_metrics.csv <==
group,metric,value,unit
outcome,outcome,"complete, but fails checks",
outcome,violations,"negative setup slack",
die,ios,97,
synthesis,ys_top_logic_family,"multiplexers",
timing,maxSlewHeadroom,94.1,%
synthesis,synth_top_area_share,82.8,%
die,initial_core_util,15.0,%
die,rows,22,
finish,comb_area,477,um2
detailed_routing,vias_per_cell,3.85,
synthesis,ys_sh_xor,0,%
synthesis,compound_area_share,0,%
setup_path,cp_max_fo,5,
detailed_routing,antenna_left,0,
placed_design,pre_cts_slack,-518,ps
power,p_per_area,406,nW/um2
synthesis,area_leaders,"mux2_4 83%, buf_12 11%, mux2_2 4.1%, buf_6 2.1%",
global_route,grt_max_degree,11,
power,leakagePower,0.856,nW
timing,finalClockPeriodUsage,118,%
detailed_routing,drtIter0Drc,3,
timing,min_period,1180,ps
timing,drv_slew,0,
die,die_h,81,um
global_route,globalRouteTotalUtil,7.90,%
timing,hold_ws,697,ps
synthesis,top_area_cell,"mux2_4",
finish,nFillCells,360,
timing,timing.setup.tns,-3940,ps
global_route,grt_pass1_vias,792,
power,power.total,0.657,mW
power,peakVddDrop,0.181,mV
detailed_routing,detail_route.wirelength,2.94,mm
setup_path,critPathLaunchType,"input port",
timing,setup_viol,32,
synthesis,synth_seq_share,0,%
finish,seq_area,0,um2
finish,syn_to_final_growth,197,%
setup_path,cp_data_required_time,800,ps
hold_path,hold_class,"in -> out",
detailed_routing,drc,0,
synthesis,netlist_instances,36,
die,core,3630,um2
global_route,overflow,0,
synthesis,yosys_area,544,um2
timing,rsz0062_at_grt,"true",
synthesis,syn_area,544,um2
synthesis,ys_sh_simple,0,%
placed_design,io_buffers,97,
clocking,ctsHoldBuffers,0,
placed_design,dp_hpwl,2.51,mm
detailed_routing,antenna_cells,0,
finish,drive_gt1_share,52.9,%
setup_path,worstSetupEndpointType,"primary output",
synthesis,ys_sh_adder,0,%
job,cap_violations,0,
placed_design,routabilityCongestion,0.795,
die,fp.dieW,81,um
setup_path,worstSetupPathType,"in -> out",
finish,final_cell_count_no_fill,184,
timing,hold_viol,0,
finish,clkbuf_count,0,
global_route,antenna_found_initial,0,
timing,setup_ws,-184,ps
synthesis,yosys_cells,36,
setup_path,cp.arrival,980,ps
finish,nFlopsAndLatches,0,
synthesis,top_cells_by_count,"30 x mux2_4, 3 x buf_12, 2 x mux2_2",
synthesis,synthMuxAreaShare,86.9,%
synthesis,synth_cell_type_count,4,
timing,tightest_slew,89.2,ps
placed_design,dpl.cell_count,179,
job,warnings,34,
synthesis,avgSynthCellArea,15.1,um2
synthesis,yosysWarnings,1,
detailed_routing,drt-wirelength-per-cell,16.0,um
detailed_routing,num_vias,709,
die,chip_area,6560,um2
detailed_routing,drt-pass1-iter-count,2,
timing,max_freq,845,MHz
global_route,grt_pass1_wl,4.12,mm
synthesis,yosysMostFrequentCell,"mux2_4",
==> cell families (layout without fill, tap and decap cells) <==
logic type             Yosys count  count (layout)
buffers and inverters            4             104
muxes                           32              32
==> worst max-delay path, stage by stage <==
cell and delay [ps]:
buf_12 120, bufbuf_16 270, mux2_4 290, buf_2 110
==> layout by cell type (no fill, tap or decap), drive strengths merged <==
cell,n
dlygate4sd2,37
clkdlybuf4s50,23
bufbuf,1
dlymetal6s2s,4
mux2,32
buf,39
==> repair_timing <==
action                                  in CTS  in global routing
cloned                                       3                  0
buffers inserted                             2                  0
gates resized                              150                 17
endpoints found under the setup margin      32                 32
==> worst paths after layout <==
kind | startpoint | endpoint | depth (start not counted)
worst max-delay path | branch_select | pc_next[27] | 4
worst min-delay path | pc_plus_four[0] | pc_next[0] | 3
==> per-layer routing <==
| layer | vias to the layer above | global-route usage, % | wire length [um] |
|---|---|---|---|
| met5 | - | 0 | 0 |
| met4 | 0 | 0 | 0 |
| met3 | 0 | 3.67 | 405 |
| met2 | 50 | 13.9 | 1440 |
| met1 | 319 | 9.09 | 1090 |
| li1 | 340 | - | - |
==> through the flow <==
step           utilization [%]  area [um2]
2_1_floorplan                -         544
3_3_place_gp              42.4        1540
3_5_place_dp              42.4        1540
4_1_cts                   42.0        1530
5_1_grt                   44.5        1620
6_report                  44.5        1620
==> area by class of cell <==
| class | instances | area share (%) |
|---|---|---|
| Multi-Input combinational cell | 32 | 29.5 |
| Tap cell | 48 | 3.71 |
| Timing Repair Buffer | 104 | 66.8 |
==> power by group <==
group	switching, mW	internal, mW	total (mW)	leakage (nW)
combinational	0.139	0.519	0.657	0.856
sequential	0	0	0	0
clock	0	0	0	0
No activity file was given, so power comes from the tool's default toggle rates.
